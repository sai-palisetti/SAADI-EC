==> flow/design.v <==
module normalizer(clk,counter,in_norm,out_norm,e);
parameter n=8;
input [n-1:0]counter;
input clk;
input [n-1:0]in_norm;
output reg [n-1:0]out_norm;
output reg [n-1:0]e;
reg [n-1:0] a= 0;
reg [n-1:0] temp_norm;
reg [2:0] i=7;
always@(in_norm)
begin
	temp_norm=in_norm;
	if(counter<=(1<<1) || counter<=(1<<2))
	begin
		a=0;
		i=7;
		if(in_norm[7]==1)
		begin
			out_norm =temp_norm;
			a=0;
		end
		else if(in_norm[6]==1)
		begin
			out_norm ={temp_norm[n-2:0],1'b0};
			a=-1;
		end
		else if(in_norm[5]==1)
		begin
			out_norm ={temp_norm[n-3:0],{2{1'b0}}};
			a=-2;
		end
		else if(in_norm[4]==1)
		begin
			out_norm ={temp_norm[n-4:0],{3{1'b0}}};
			a=-3;
		end
		else if(in_norm[3]==1)
		begin
			out_norm ={temp_norm[n-5:0],{4{1'b0}}};
			a=-4;
		end
		else if(in_norm[2]==1)
		begin
			out_norm ={temp_norm[n-6:0],{5{1'b0}}};
			a=-5;
		end
		else if(in_norm[1]==1)
		begin
			out_norm ={temp_norm[n-7:0],{6{1'b0}}};
			a=-6;
		end
		else if(in_norm[0]==1)
		begin
			out_norm ={temp_norm[0],{7{1'b0}}};
			a=-7;
		end
		e=a;
	end
end
endmodule
module Accumlator(in1_acc,in2_acc,out_acc,clk,counter,t);
parameter n=8;
input clk; 
input [n-1:0] in1_acc,in2_acc,counter,t;
output [n-1:0] out_acc;
reg [n-1:0] temp_acc;
assign out_acc= (counter==1<<t-1)?{1'b1,temp_acc[n-1:1]}:temp_acc;
always@(*)
begin
	if (counter<(1<<t))
	temp_acc= in1_acc+in2_acc;
end
endmodule
module twos_comp(counter,b,x,clk);
parameter n=8;
input [n-1:0] b;
input [n-1:0]counter;
input clk;
output reg [n-1:0] x;
always@*
begin
	if(counter==(1<<1))
	x=~b+1'b1;
end
endmodule
module multiplier(counter,t,clk,mul_in1,mul_in2,mul_out);
parameter n=8;
input clk;
input [n-1:0] counter,t;
input [n-1:0] mul_in1;
input [n-1:0] mul_in2;
output reg [n-1:0] mul_out;   
reg [2*n-1:0] temp;
always@*
begin
	if(counter<=(1<<t))
	begin
		temp=mul_in1*mul_in2;
		mul_out=temp>>n;
	end
end
endmodule
module adder_1(in1_adder1,in2_adder1,out_adder1,counter,t);
parameter n=8;
input[n-1:0] in1_adder1,in2_adder1;
input [n-1:0] counter,t;
output reg [n-1:0] out_adder1;  
always@*
begin
	if(counter==(1<<t))
	out_adder1=in2_adder1-in1_adder1;
end
endmodule
module shifter_1(t,counter,shifter_1_in1,shifter_1_in2,shifter_1_out);
parameter n=8;
input [n-1:0] counter,t;
input [n-1:0] shifter_1_in1;
input [n-1:0] shifter_1_in2;
output reg [2*n-1:0] shifter_1_out; 
reg [2*n-1:0]temp_shifter_1=0;
always@(*)
begin
	if(counter==1<<t)
	begin
		if(shifter_1_in2[n-1]==0)
			temp_shifter_1=shifter_1_in1<<(shifter_1_in2);
		else
			temp_shifter_1=shifter_1_in1>>(256-shifter_1_in2);
		shifter_1_out=temp_shifter_1 ;
	end
end
endmodule
module shifter_2(in1_shifter2,in2_shifter2,shifter2_out,t,counter);
parameter n=8;
input [n-1:0] counter,t;
input [2*n-1:0] in1_shifter2;
input [n-1:0] in2_shifter2;
output reg [2*n-1:0] shifter2_out; 
reg [2*n-1:0]temp_shifter2;
always@*
begin
	if(counter==1<<t)
	begin
		temp_shifter2 = in1_shifter2>>in2_shifter2;
		shifter2_out=temp_shifter2;
	end
end
endmodule
module lut #(parameter n=8)(
input [n-1:0] t,
output reg [n-1:0] s
);
always@*
begin
			case(t)
				1: s=4;
				2: s=6;
				3: s=6;
				4: s=6;
				5: s=7;
				6: s=7;
				7: s=7;
				default:s=0;
			endcase		
end
endmodule
module adder_2(in1_adder2,in2_adder2,out_adder2,counter,t);
parameter n=8;
input[2*n-1:0] in1_adder2,in2_adder2;
input [n-1:0] counter,t;
output reg [2*n-1:0] out_adder2;  
always@*
begin
	if(counter==1<<t)
	out_adder2=in2_adder2+in1_adder2;
end
endmodule
module top(reset,clk,A,B,t,Q,Qc);
parameter n=8;
input [n-1:0] A;
input [n-1:0] B;
input [n-1:0] t;
input reset,clk;
output wire [2*n-1:0]Q;
output wire [2*n-1:0]Qc;
reg [n-1:0] counter;
reg [n-1:0] temp_mul_out;
reg [n-1:0] temp_eb;
reg [n-1:0] temp_out_acc;
wire [n-1:0]in_norm;
wire [n-1:0]out_norm;
wire [n-1:0]e;
wire [n-1:0] var_x;
wire [n-1:0] b;
wire [n-1:0] mul_in1;
wire [n-1:0] mul_in2;
wire [n-1:0] mul_out;
wire [n-1:0] in1_acc,in2_acc;
wire [n-1:0] out_acc;
wire [n-1:0] in1_adder1;
wire [n-1:0] in2_adder1;
wire [n-1:0] out_adder1;
wire [n-1:0] shifter_1_in1;
wire [n-1:0] shifter_1_in2;
wire [2*n-1:0] shifter_1_out; 
wire [n-1:0] s;
wire [2*n-1:0] in1_shifter2;
wire [n-1:0] in2_shifter2;
wire [2*n-1:0] shifter2_out; 
wire [2*n-1:0] in1_adder2,in2_adder2;
wire [2*n-1:0] out_adder2;  
normalizer normalizer_uut(clk,counter,in_norm,out_norm,e);
twos_comp twos_comp_uut(counter,b,var_x,clk);
multiplier multiplier_uut(counter,t,clk,mul_in1,mul_in2,mul_out);
Accumlator Accumlator_uut(in1_acc,in2_acc,out_acc,clk,counter,t);
adder_1 adder_1_uut(in1_adder1,in2_adder1,out_adder1,counter,t);
shifter_1 shifter_1_uut(t,counter,shifter_1_in1,shifter_1_in2,shifter_1_out);
lut #(8) lut_dut(t,s);
shifter_2 shifter_2_uut(in1_shifter2,in2_shifter2,shifter2_out,t,counter);
adder_2 adder_2_uut(in1_adder2,in2_adder2,out_adder2,counter,t);
assign in_norm = (counter==1<<1)?B:(counter==1<<2)?A: 'bx;
assign b = (counter==1<<1)?out_norm:'bx;
assign mul_in1 = (counter==1<<t)? temp_out_acc:var_x;
assign mul_in2 = (counter==1<<t)? out_norm:(counter==1<<1)?var_x:temp_mul_out;
assign in1_acc = mul_out;
assign in2_acc = (counter==1<<1)?var_x:temp_out_acc;
assign in2_adder1 = e;
assign in1_adder1 = temp_eb;
assign shifter_1_in1=mul_out;
assign shifter_1_in2=out_adder1;
assign in1_shifter2 = shifter_1_out;
assign in2_shifter2 = s;
assign in1_adder2 = shifter_1_out;
assign in2_adder2 = shifter2_out;
assign Q=shifter_1_out;
assign Qc=out_adder2;
always@(posedge clk or posedge reset)
begin
if (reset)
		counter<=8'd 1;
else begin
	if(counter==1<<t)
		counter<='d 2;
	else
		counter <={counter[n-2:0],counter[n-1]};
end
end
always@(posedge clk)
begin
	temp_mul_out<= mul_out;   
	temp_out_acc<=out_acc;
	if(counter==1<<1)
		temp_eb <= e;
end
endmodule
==> flow/run.sh <==
#!/bin/bash
# OpenROAD 26Q1-2900-gdf79404cd8, Yosys 0.63+post, stock flow scripts
make -C /OpenROAD-flow-scripts/flow DESIGN_CONFIG=/design/flow/config.mk WORK_HOME=/design/flow/orfs finish
==> flow/config.mk <==
export PLATFORM = sky130hd
export DESIGN_NAME = top
export DESIGN_NICKNAME = top
export VERILOG_FILES = /design/flow/design.v
export SDC_FILE = /design/flow/constraint.sdc
export NUM_CORES = 4
export LEC_CHECK = 1
export CORE_UTILIZATION = 50
==> flow/constraint.sdc <==
current_design top

set clk_period 3.5
set clk_io_pct 0.2

create_clock -name clk0 -period $clk_period [get_ports {clk}]

set non_clock_inputs [all_inputs -no_clocks]
set_input_delay [expr $clk_period * $clk_io_pct] -clock clk0 $non_clock_inputs
set_output_delay [expr $clk_period * $clk_io_pct] -clock clk0 [all_outputs]
==> results.cfg <==
; synthesis and place-and-route metrics
[grt]
met3_usage_pct = 1.65
grt.total_usage_pct = 23.8
grt_overflow_total = 0
grt_max_degree = 93
grt_first_pass_wirelength_um = 30900
busiest_layer = met2
met2_usage_pct = 40.2
use_met1_pct = 35.8
grt_pass1_vias = 6363
antenna_found_initial = 0

[run]
warning_count = 31
cap_violations = 0

[worst_setup_path]
cpPeakStageDelay_ns = 0.43
slowest_stage = clkdlybuf4s50_1
r2r_start = counter[0]$_DFF_PP1_
critical_path.top_delay_family = simple AND/OR/NAND/NOR gates
path_class = input port to register
endpoint = temp_out_acc[4]$_DFF_P_
startpoint_type = input port
rrSetupSlack_ns = 1.47
cp_num_buf_inv = 3
worstReg2RegEnd = temp_eb[1]$_DFFE_PN_
rr_worst_depth = 4
path_max_fanout = 8
arrival_ns = 3.49
endpoint_kind = register
crit_required_ns = 3.65
path_depth = 11
crit_path_start = t[0]
cp_cell_sequence = clkdlybuf4s50_1, inv_1, ha_1, or3b_4, o311ai_4, nand2_1, o21ai_0, a32oi_1, nor4b_4, buf_6, mux2_2

[power]
power_density_nw_per_um2 = 106
p_sw_uw = 264
p_clk_share_pct = 35.4
pwr-share-comb_pct = 23.7
p_sw_share_pct = 27.6
leakagePower_uw = 0.00417
peakVddDrop_mv = 0.142
p_total_uw = 957
pwr-share-seq_pct = 40.9
p_int_uw = 693

[logic_synthesis]
ys_cells = 967
ys.flop_type = dlxtp_1
synth_warnings = 10
ys_async_sr_fraction_pct = 6.67
synth_cells = 967
synth.avg_cell_area_um2 = 8.29
ys_chip_area_um2 = 8020
synth_top_cell_by_area = dlxtp_1
edf_count = 4
yosysTopAreaCellShare_pct = 12.0
top_cell = nand2_1
synthTopCellsByCount = nand2_1, inv_1, nor2_1
ys_ff = 120
area_leaders = dlxtp_1, ha_1, fa_1, nand2_1, dlxtn_1
syn-cell-area_um2 = 8020
synth_cell_types = 83

[cts]
ctsLongestPathBuffers = 2
cts_max_level = 1
clk_pin_slew_worst_paths_ns = 0.07
cts_tree = done
numCtsBuffers = 3
clk_latency_ns = 0.26
root_buffer = clkbuf_16

[placed_design]
hpwlAfterDp_um = 14500
dpl_cell_area_um2 = 8870
portBuffers = 57
pre_cts_ws_ns = -0.147
gp_congestion = 0.905

[timing]
max_slew.worst_pin.slew_ns = 0.978
rsz0062_at_grt = no
finalSetupViolations = 0
untimed_endpoints = 136
skew_ns = 0.00240
min_period_ns = 3.34
slew_viol_final = 0
timing.hold.ws_ns = 0.614
unclocked_pins = 92
fin_ws_ns = 0.159
fmax_mhz = 299
finalHoldViolations = 0
maxSlewHeadroom_pct = 33.0
finalCritPeriodShare_pct = 95.5

[layout]
area_growth_pct = 12.1
drive_gt1_share_pct = 7.09
register_area_um2 = 2020
fillCellCount = 1424
design_area_um2 = 8990
mi_logic_area_um2 = 5560

[floorplanning]
dieWidth_um = 129
fp_util_pct = 52.0
fp.coreArea_um2 = 15400
die_height_um = 129
io_pins = 58
rows = 45
die_area_um2 = 16600

[route]
drt_iter0_drc = 298
antennaDiodeCount = 0
drc = 0
drtPass1Iterations = 5
drt-total-wl_um = 18000
via_per_inst = 5.47
vias = 6714
ant_nets = 0
wire_per_inst_um = 14.7

[hold_path]
holdPathStages = 2
hold_start = counter[6]$_DFF_PP0_
hp-class = register to register

[run_status]
status = complete, no violations
## worst min-delay path by stage
| stage | to | slack, ns |
|---|---|---|
| after global routing | counter[7]$_DFF_PP0_ | 0.65 |
| final | counter[7]$_DFF_PP0_ | 0.61 |
| after CTS | counter[7]$_DFF_PP0_ | 0.61 |
## cells by family (layout without fill, tap and decap cells)
logic type / after synthesis / count (layout) / share of synthesized area (%)
muxes: 57 / 57 / 7.61
DFF: 28 / 28 / 8.00
latches: 92 / 92 / 17.2
AOI/OAI and AO/OA: 194 / 194 / 16.4
and+or+nand+nor: 332 / 332 / 19.8
xor gates and xnor gates: 35 / 35 / 3.82
adders and majority gates: 114 / 114 / 21.5
buffers and inverters: 115 / 164 / 5.65
## layer usage
layer	wire [um]	part of all wire [%]
met3	597	3.3
met1	8390	47
met5	0	0
met2	8770	49
met4	219	1.2
## through the flow
step | std cells | util (%) | setup TNS (ns)
after floorplan | 967 | - | 0
after global placement | 1222 | 57.5 | -0.842
after detailed placement | 1222 | 57.5 | -0.965
after CTS | 1226 | 58.2 | 0
after global routing | 1227 | 58.3 | 0
final | 1227 | 58.3 | 0
## cell usage in the layout, fill, tap and decap left out, types with 12 or more instances in the layout
master,n
a21oi_1,47
and2_1,22
buf_4,19
clkdlybuf4s50_1,57
dfxtp_1,16
dlxtn_1,28
dlxtp_1,64
fa_1,40
ha_1,74
inv_1,81
mux2_2,22
mux2i_1,34
nand2_1,127
nand3_1,16
nand4_1,12
nor2_1,76
nor3_1,19
o21a_1,15
o21ai_0,43
xnor2_1,26
## power by group through the flow
| stage | Combinational (uW) | Clock (uW) | Sequential [uW] |
|---|---|---|---|
| CTS | 226 | 347 | 391 |
| global route | 252 | 361 | 396 |
| finish | 227 | 338 | 392 |
## layout make-up
class | count | area share (%)
Timing Repair Buffer | 77 | 8.06
Tap cell | 211 | 2.94
Multi-Input combinational cell | 732 | 61.9
Sequential cell | 120 | 22.5
Clock inverter | 1 | 0.334
Inverter | 83 | 3.47
Clock buffer | 3 | 0.835
## worst reg2reg max path, delay by kind of cell, from the launching register on
kind / cells / cell delay [ns]
buf+inv: 3 / 1.00
flops: 1 / 0.55
simple gates: 1 / 0.10
## repair_timing
item | CTS | global route
setup endpoints to repair | 0 | 7
resized | 0 | 2
buffers inserted | 0 | 1
hold buffers | 0 | 0
endpoints found under the hold margin | 0 | 0
Power figures rest on the tool's default switching activity, not on a simulated workload.
